==> design.v <==
`timescale 1ns / 1ps
module uart_rx
    #(  parameter p_clkfreq = 100_000_000,  
        parameter p_baudrate= 115_200  
    ) (
        input clk,
        input rx_i,
        output [7:0] dout_o,
        output reg rx_done_tick_o
    );
    localparam p_bittimerlim = p_clkfreq/p_baudrate;
    localparam S_IDLE = 2'b00, S_START = 2'b01, S_DATA = 2'b10, S_STOP = 2'b11;
    reg [clogb2(p_bittimerlim)-1:0] bittimer = 0;
	reg [clogb2(7)-1:0] bitcntr ;
	reg [7:0] shreg = 8'b0 ;
	reg [1:0] state;
    always @(posedge clk) begin
        case (state)
            S_IDLE : begin
                rx_done_tick_o	<= 0;
			    bittimer		<= 0;
                bitcntr         <= 0;
                if (rx_i == 0) begin
                    state	<= S_START;
                end
            end	
            S_START : begin	
                shreg  <= 0;
                if (bittimer == p_bittimerlim/2-1) begin
                    state		<= S_DATA;
                    bittimer	<= 0;
                end    
                else begin
                    bittimer	<= bittimer + 1;
                end 
            end
            S_DATA : begin	
                if (bittimer == p_bittimerlim-1) begin
                    if (bitcntr == 7) begin
                        state	<= S_STOP;
                        bitcntr	<= 0;
                    end    
                    else begin
                        bitcntr	<= bitcntr + 1;
                    end 
                    shreg[bitcntr]	<= rx_i | shreg [bitcntr];
                    bittimer	<= 0;
                end    
                else begin
                    bittimer	<= bittimer + 1;
                end   
            end    
            S_STOP : begin		
                if (bittimer == p_bittimerlim-1) begin
                    state			<= S_IDLE;
                    bittimer		<= 0;
                    rx_done_tick_o	<= 1;
                end    
                else begin
                    bittimer	<= bittimer + 1;
                end 
            end    
            default: begin
                state			<= S_IDLE;
            end	
        endcase
    end	
assign dout_o = shreg; 
function integer clogb2;
input integer depth;
  for (clogb2=0; depth>0; clogb2=clogb2+1)
    depth = depth >> 1;
endfunction
endmodule
==> run.sh <==
#!/bin/bash
# OpenROAD 26Q1-2900-gdf79404cd8, Yosys 0.63+post, stock flow scripts
make -C /OpenROAD-flow-scripts/flow DESIGN_CONFIG=/design/flow/config.mk WORK_HOME=/design/flow/orfs finish
==> config.mk <==
export PLATFORM = sky130hd
export DESIGN_NAME = uart_rx
export DESIGN_NICKNAME = uart_rx
export VERILOG_FILES = /design/flow/design.v
export SDC_FILE = /design/flow/constraint.sdc
export NUM_CORES = 4
export LEC_CHECK = 1
export CORE_AREA = 10 10 104 104
export DIE_AREA = 0 0 114 114
==> constraint.sdc <==
current_design uart_rx

set clk_period 2.7
set clk_io_pct 0.2

create_clock -name clk0 -period $clk_period [get_ports {clk}]

set non_clock_inputs [all_inputs -no_clocks]
set_input_delay [expr $clk_period * $clk_io_pct] -clock clk0 $non_clock_inputs
set_output_delay [expr $clk_period * $clk_io_pct] -clock clk0 [all_outputs]
==> impl_metrics.env <==
# flow metrics
export IMPL_worstPathMaxFanout=11
export IMPL_groute_usage_overall_pct=3.92
export IMPL_ys_cells=136
export IMPL_reg2reg_to="shreg[2]$_SDFFCE_PN0P_"
export IMPL_cts_tree="yes"
export IMPL_syn_to_final_growth_pct=21.0
export IMPL_clockBufferDepth=2
export IMPL_io_buffers=10
export IMPL_synth_distinct_cells=39
export IMPL_gp_congestion=0.881
export IMPL_hold_path_startpoint="state[0]$_DFF_P_"
export IMPL_grt_pass1_wl_um=4470
export IMPL_crit_start="bitcntr[0]$_SDFFCE_PP0P_"
export IMPL_drt_wirelength_per_cell_um=10.2
export IMPL_antenna_found_initial=0
export IMPL_hold_viol=0
export IMPL_yosys_warnings=1
export IMPL_clock_latency_ns=0.27
export IMPL_root_buffer="clkbuf_8"
export IMPL_viasPerCell=3.89
export IMPL_vias=991
export IMPL_drtPass1Iterations=4
export IMPL_fin_crit_ns=1.95
export IMPL_mostFrequentLayoutCells="nand2_1 (14), nor2_1 (14), dfxtp_1 (14), edfxtp_1 (12), clkdlybuf4s50_1 (10)"
export IMPL_outcome="finished, final reports clean"
export IMPL_edf_count=12
export IMPL_finalCritPeriodShare_pct=72.2
export IMPL_hp_class="register to register"
export IMPL_whs_ns=0.479
export IMPL_remaining_drc_errors=0
export IMPL_end_kind="register"
export IMPL_antenna_left=0
export IMPL_slew_headroom_pct=66.9
export IMPL_cts_htree_levels=1
export IMPL_drt_iter0_drc=31
export IMPL_holdPathStages=2
export IMPL_setup_violations=0
export IMPL_cts_sinks=26
export IMPL_holdBufCountCts=0
export IMPL_die_area_um2=13000
export IMPL_fillers=965
export IMPL_numCtsBuffers=3
export IMPL_ys_seq_elements=26
export IMPL_diodes=0
export IMPL_powerDensity_nw_per_um2=428
export IMPL_p_leak_nw=0.599
export IMPL_fp_util_pct=15.6
export IMPL_drv_slew=0
export IMPL_drt_wl_total_um=2600
export IMPL_synth_area_um2=1360
export IMPL_grt_max_degree=16
export IMPL_flop_cell="dfxtp_1"
export IMPL_crit_arrival_ns=1.97
export IMPL_grt_pass1_vias=957
export IMPL_worst_pin_slew_ns=0.496
export IMPL_post_cts_buffers=0
export IMPL_critPathLaunchType="register"
export IMPL_grt_setup_unrepaired="false"
export IMPL_finalClockSkew_ns=0.00190
export IMPL_fmax_ghz=0.513
export IMPL_timing_max_cap_violations=0
export IMPL_holdPathEnd="state[0]$_DFF_P_"
export IMPL_layout_drive_gt1_share_pct=8.16
export IMPL_reg2reg_depth=4
export IMPL_max_vdd_ir_drop_mv=0.162
export IMPL_worstPathRequired_ns=2.72
export IMPL_final_core_util_pct=18.9
export IMPL_coreArea_um2=8680
export IMPL_tns_ns=0
export IMPL_die_h_um=114
export IMPL_yosys_stat_seqShare_pct=47.2
export IMPL_num_rows=34
export IMPL_ctsResizeCount=0
export IMPL_clk_pin_slew_ns=0.09
export IMPL_r2r_slack_ns=0.75
export IMPL_syn_avg_cell_area_um2=9.98
export IMPL_async_flop_share_pct=0
export IMPL_ios=11
export IMPL_syn_inst=136
export IMPL_hpwl_um=1910
export IMPL_ys_chip_area_um2=1360
export IMPL_crit_type="register to register"
export IMPL_log_warning_count=28
export IMPL_dieWidth_um=114
export IMPL_grt_ovfl_total=0
export IMPL_rr_startpoint="bitcntr[0]$_SDFFCE_PP0P_"
-- area by class of cell --
type / instances / area [µm²] / share of cell area, %
multi-input combinational: 98 / 663 / 40.4
tap: 108 / 135 / 8.23
timing repair buffer: 11 / 108 / 6.55
sequential: 26 / 641 / 39.0
inverter: 8 / 30.0 / 1.83
clock buffer: 4 / 66.3 / 4.04
-- kinds of logic after synthesis --
group | count (synthesis) | synth area share (%)
adders and majority gates | 6 | 5.53
DFF | 26 | 47.2
muxes | 5 | 5.44
AOI/OAI and AO/OA | 21 | 10.7
xor gates and xnor gates | 10 | 6.45
buffers and inverters | 12 | 3.96
and+or+nand+nor | 56 | 20.7
-- worst max-delay path, cell delays in order, from the launching register on --
cell	delay [ns]
edfxtp_1	0.60
mux2_1	0.37
a221o_1	0.36
a21oi_4	0.23
a311oi_1	0.13
-- metrics by stage --
stage	area [µm²]	total power [mW]	setup WS, ns	instances
final	1640	0.703	0.750	255
after global placement	1580	0.423	0.746	251
after global routing	1640	0.727	0.549	255
after detailed placement	1580	0.423	0.749	251
after CTS	1640	0.708	0.776	255
after floorplan	1360	0.420	0.578	136
-- routing by layer --
metal | track usage (%) | part of all wire [%] | wire length [µm]
met1 | 5.76 | 53 | 1390
met2 | 5.92 | 40 | 1050
met3 | 0.744 | 4.3 | 111
met4 | 0.752 | 2.2 | 57
met5 | 0 | 0 | 0
-- report_power, final --
group	switching (mW)	total (mW)	internal [mW]	leakage [nW]
Sequential	0.000809	0.409	0.409	0.206
Combinational	0.00204	0.00432	0.00228	0.359
Clock	0.127	0.289	0.161	0.0339
-- worst max path at each step --
stage,end,slack (ns),depth (start not counted)
6_report,shreg[2]$_SDFFCE_PN0P_,0.75,4
4_1_cts,shreg[2]$_SDFFCE_PN0P_,0.78,4
5_1_grt,shreg[6]$_SDFFCE_PN0P_,0.55,6
-- registers in the layout (all words and copies together) (netlist names) --
signal	count
shreg	8
rx_done_tick_o	1
state	4
bitcntr	3
bittimer	10
-- Yosys cell counts (2+ instances only) --
cell,instances,area [µm²]
edfxtp_1,12,360
inv_1,8,30.0
a311oi_1,2,17.5
clkbuf_1,2,7.51
nand4_1,5,31.3
and3_1,4,25.0
nand3_1,8,40.0
a21oi_1,3,15.0
nor2_1,14,52.6
o21ai_0,6,30.0
nor3_1,2,10.0
xor2_1,8,70.1
ha_1,6,75.1
o21ai_1,4,20.0
dfxtp_1,14,280
xnor2_1,2,17.5
nand2_1,14,52.6
Power is estimated from default activity; no workload was simulated.
