==> design/flow/design.v <==
`timescale 1ns / 1ps
module spi_master
    #(
        parameter   p_clkfreq = 100_000_000,
        parameter   p_sclkfreq = 1_000_000,
        parameter   p_cpol = 1'b0,
        parameter   p_cpha = 1'b0
    )
    (   
        input   clk_i, 		
        input   en_i,		
        input [7:0] mosi_data_i, 
        input   miso_i,      
        output reg [7:0] miso_data_o,     
        output reg  data_ready_o,
        output reg  cs_o, 		 
        output reg  sclk_o, 		 
        output reg  mosi_o 		 
    );
    localparam p_edgecntrlimdiv2 = p_clkfreq/(p_sclkfreq*2);
    localparam S_IDLE = 0, S_TRANSFER = 1;
    reg state;    
    reg [7:0] write_reg	= 0;	
    reg [7:0] read_reg	= 0;	
    reg sclk_en	= 0;
    reg sclk = 0;
    reg sclk_next = 0;
    reg sclk_rise = 0;
    reg sclk_fall = 0;
    reg mosi_en	= 0;
    reg miso_en	= 0;
    reg once = 0;
    reg [clogb2(p_edgecntrlimdiv2)-1:0] edgecntr = 0;
    reg [clogb2(15)-1:0] cntr = 0;
    wire [1:0] pol_phase;
    assign pol_phase = {p_cpol,p_cpha};
    always @(pol_phase, sclk_fall, sclk_rise) begin
        case (pol_phase)
            00 : begin
                mosi_en <= sclk_fall;
                miso_en	<= sclk_rise;
            end	
            01 : begin	
                mosi_en <= sclk_rise;
                miso_en	<= sclk_fall;
            end
            10 : begin	
                mosi_en <= sclk_rise;
			    miso_en	<= sclk_fall;
            end    
            11 : begin		
                mosi_en <= sclk_fall;
			    miso_en	<= sclk_rise;
            end    
        endcase
    end        
    always @(sclk, sclk_next) begin
        if (sclk == 1 && sclk_next == 0) begin
            sclk_rise <= 1;
        end    
        else begin
            sclk_rise <= 0;
        end 
        if (sclk == 0 && sclk_next == 1) begin
            sclk_fall <= 1;
        end    
        else begin
            sclk_fall <= 0;
        end 	
    end  
    always @(posedge clk_i) begin
        data_ready_o = 1'b0;
	    sclk_next	= sclk;
        case (state)
            S_IDLE : begin
                cs_o			<= 1;
                mosi_o			<= 0;
                data_ready_o	<= 0;			
                sclk_en			<= 0;
                cntr			<= 0; 
                if (p_cpol == 0) begin
                    sclk_o	<= 0;
                end    
                else begin
                    sclk_o	<= 1;
                end 	
                if (en_i == 1) begin
                    state		<= S_TRANSFER;
                    sclk_en		<= 1;
                    write_reg	<= mosi_data_i;
                    mosi_o		<= mosi_data_i [7];
                    read_reg	<= 8'h00;
                end 
            end	
            S_TRANSFER : begin	
                cs_o	<= 0;
                mosi_o	<= write_reg[7];
                if (p_cpha == 1) begin	
                    if (cntr == 0) begin
                        sclk_o	<= sclk;
                        if (miso_en == 1) begin
                            read_reg [0]		<=  miso_i;
                            read_reg [7:1]      <=  read_reg [6:0];
                            cntr				<=  cntr + 1;
                            once                <=  1;
                        end 
                    end    			
                    else if (cntr == 8) begin
                        if (once == 1) begin
                            data_ready_o	<= 1;
                            once            <= 0;				       
                        end 					
                        miso_data_o		<= read_reg;
                        if (mosi_en == 1) begin
                            if (en_i == 1) begin
                                write_reg	<= mosi_data_i;
                                mosi_o		<= mosi_data_i[7];	
                                sclk_o		<= sclk;							
                                cntr		<= 0;
                            end    
                            else begin
                                state	<= S_IDLE;
                                cs_o	<= 1;								
                            end 
                        end 
                    end    
                    else if (cntr == 9) begin
                        if (miso_en == 1) begin
                            state	<= S_IDLE;
                            cs_o	<= 1;
                        end 
                    end    						
                    else begin
                        sclk_o	<= sclk;
                        if (miso_en == 1) begin
                            read_reg [0]				<= miso_i;
                            read_reg [7:1] 	<= read_reg [6:0];
                            cntr					<= cntr + 1;
                        end 
                        if (mosi_en == 1) begin
                            mosi_o	<= write_reg [7];
                            write_reg [7:1]	<= write_reg [6:0];
                        end 
                    end 
                end 
                else begin
                    if (cntr == 0) begin
                        sclk_o	<= sclk;					
                        if (miso_en == 1) begin
                            read_reg [0]				<= miso_i;
                            read_reg [7:1] 	<= read_reg [6:0];
                            cntr					<= cntr + 1;
                            once                    <= 1;
                        end
                    end     
                    else if (cntr == 8) begin			
                        if (once == 1) begin
                            data_ready_o    <= 1;
                            once            <= 0;                       
                        end 
                        miso_data_o		<= read_reg;
                        sclk_o			<= sclk;
                        if (mosi_en == 1) begin
                            if (en_i == 1) begin
                                write_reg	<= mosi_data_i;
                                mosi_o		<= mosi_data_i [7];		
                                cntr		<= 0;
                            end    
                            else begin
                                cntr	<= cntr + 1;
                            end 
                            if (miso_en == 1) begin
                                state	<= S_IDLE;
                                cs_o	<= 1;							
                            end 
                        end 
                    end    		
                    else if (cntr == 9) begin
                        if (miso_en == 1) begin
                            state	<= S_IDLE;
                            cs_o	<= 1;
                        end 
                    end    
                    else begin
                        sclk_o	<= sclk;
                        if (miso_en == 1) begin
                            read_reg [0]				<= miso_i;
                            read_reg [7:1] 	<= read_reg [6:0];
                            cntr					<= cntr + 1;
                        end 
                        if (mosi_en == 1) begin
                            write_reg [7:1] 	<= write_reg [6:0];
                        end 
                    end 			
                end           
            end
            default : begin
                state <= S_IDLE;
            end        
        endcase
    end
    always @(posedge clk_i) begin
        if (sclk_en == 1) begin
            if (edgecntr == p_edgecntrlimdiv2-1) begin
                sclk 		<= (! sclk);
                edgecntr	<= 0;
            end    
            else 
                edgecntr	<= edgecntr + 1;
        end          
        else begin
            edgecntr	<= 0;
            if (p_cpol == 0) begin
                sclk	<= 0;
            end    
            else
                sclk	<= 1;
        end 
    end
    function integer clogb2;
    input integer depth;
    for (clogb2=0; depth>0; clogb2=clogb2+1)
    depth = depth >> 1;
    endfunction
endmodule
`timescale 1ns / 1ps
module ADXL362#(   
parameter p_clkfreq = 100_000_000,
parameter p_sclkfreq = 1_000_000,
parameter p_readfreq = 1_000,
parameter p_cpol = 0,
parameter p_cpha = 0)(
input clk_i, 
input miso_i,
output mosi_o, 	
output sclk_o, 	
output cs_o, 	
output reg [15:0]  ax_o, 	
output reg [15:0] ay_o, 	
output reg [15:0] az_o, 	
output reg ready_o	
);
localparam timer_rd_lim = p_clkfreq/p_readfreq;
localparam S_CONFIGURE = 0, S_MEASURE = 1;
reg [7:0] mosi_data=0;
reg en=0;
wire [7:0] miso_data;
wire data_ready;
reg beginread=0;
reg [2:0] cntr=0;  
reg [clogb2(timer_rd_lim)-1:0] timer_rd=0;
reg timer_rd_tick=0;
reg state;
spi_master dut (
    .clk_i(clk_i),
    .en_i(en),
    .mosi_data_i(mosi_data),
    .miso_i(miso_i),
    .miso_data_o(miso_data),
    .data_ready_o(data_ready),
    .cs_o(cs_o),
    .sclk_o(sclk_o),
    .mosi_o(mosi_o)
    );
always @(posedge clk_i) begin
    case (state)
            S_CONFIGURE : begin
                if (timer_rd_tick == 1) begin
                    beginread	<= 1;
                end 
                if (beginread == 1) begin
                    if (cntr == 0) begin
                        en 			<= 1;
                        mosi_data	<= 'h0A;	 
                        if (data_ready == 1) begin
                            mosi_data	<= 'h2D;	 
                            cntr		<= cntr + 1;
                        end 
                    end    
                    else if (cntr == 1) begin
                        if (data_ready == 1) begin
                            mosi_data	<= 'h02;	 
                            cntr		<= cntr + 1;
                        end 
                    end        
                    else if (cntr == 2) begin
                        if (data_ready == 1) begin
                            cntr		<= 0;
                            en			<= 0;
                            state		<= S_MEASURE;
                            beginread	<= 0;
                        end 
                    end 
                end 
            end	
            S_MEASURE : begin
                if (timer_rd_tick == 1) begin
                    beginread	<= 1;
                end 
                if (beginread == 1) begin
                    if (cntr == 0) begin
                        en 			<= 1;
                        mosi_data	<= 'h0B;	 
                        if (data_ready == 1) begin
                            mosi_data	<= 'h0E;	 
                            cntr		<= cntr + 1;
                        end 
                    end    		
                    else if (cntr == 1) begin
                        if (data_ready == 1) begin
                            mosi_data			<= 'h00;	 
                            cntr				<= cntr + 1;
                        end 
                    end    
                    else if (cntr == 2) begin
                        if (data_ready == 1) begin
                            cntr				<= cntr + 1;
                            ax_o [7:0] 	<= miso_data;
                        end 
                    end    
                    else if (cntr == 3) begin
                        if (data_ready == 1) begin
                            cntr		<= cntr + 1;
                            ax_o [15:8]	<= miso_data;
                        end 	
                    end    	
                    else if (cntr == 4) begin
                        if (data_ready == 1) begin
                            cntr				<= cntr + 1;
                            ay_o [7:0]	<= miso_data;
                        end 
                    end    		
                    else if (cntr == 5) begin
                        if (data_ready == 1) begin
                            cntr				<= cntr + 1;
                            ay_o [15:8]	<= miso_data;
                        end 
                    end    	
                    else if (cntr == 6) begin
                        if (data_ready == 1) begin
                            cntr				<= cntr + 1;
                            az_o [7:0]	<= miso_data;
                        end 
                    end    							
                    else if (cntr == 7) begin
                        if (data_ready == 1) begin
                            cntr				<= 0;
                            az_o [15:8]	<= miso_data;
                            ready_o				<= 1;
                            en 					<= 0;
                            beginread			<= 0;
                        end 						
                    end 
                end 
            end
            default : begin
                state <= S_CONFIGURE;
            end 
    endcase        
end    
always @(posedge clk_i) begin
    if (timer_rd == timer_rd_lim-1) begin
		timer_rd 		<= 0;
		timer_rd_tick	<= 1'b1;
    end    
	else begin
		timer_rd 		<= timer_rd + 1;
		timer_rd_tick	<= 0;
	end 
end	
function integer clogb2;
input integer depth;
for (clogb2=0; depth>0; clogb2=clogb2+1)
depth = depth >> 1;
endfunction
endmodule
`timescale 1ns / 1ps
module top#(
parameter p_clkfreq = 100_000_000,
parameter p_sclkfreq = 1_000_000,
parameter p_cpol = 0,
parameter p_cpha = 0,
parameter p_readfreq = 2,
parameter p_baudrate = 115_200,
parameter p_stopbit	= 2    
)(
input   clk,		
input miso_i, 	
output mosi_o, 	
output sclk_o, 	
output cs_o, 	
output  tx		  
);
wire [15:0] ax;
wire [15:0] ay;
wire [15:0] az;
reg [7:0] din;
reg [6*8-1:0] tx_buffer;
wire ready;
reg tx_start;
wire tx_done_tick;
reg sent_trig;
reg [2:0] cntr;
ADXL362 dut (
.clk_i 	(clk   ),
.miso_i (miso_i),
.mosi_o (mosi_o),
.sclk_o (sclk_o),
.cs_o 	(cs_o  ), 
.ax_o 	(ax    ), 
.ay_o 	(ay    ), 
.az_o 	(az    ), 
.ready_o(ready )
);
uart_tx dut1 (
.clk			(clk         ),             
.din_i			(din         ),
.tx_start_i		(tx_start    ),
.tx_o			(tx          ),
.tx_done_tick_o	(tx_done_tick)
);
always @(posedge clk)  begin
    if(ready == 1) begin
        tx_buffer	<= {ax,ay,az};
		cntr		<= 6;
		sent_trig	<= 1;
    end 
    din <= tx_buffer[6*8-1 : 5*8];
    if (sent_trig == 1) begin
        if (cntr == 6) begin
            tx_start					<= 1;
			tx_buffer[6*8-1 : 8]	<= tx_buffer[5*8-1 : 0];
			cntr						<= cntr - 1;
        end
        else if(cntr == 0) begin
            tx_start <= 0;
            if (tx_done_tick == 1) begin
				sent_trig	<= 0;
			end 
        end 
        else begin
            if (tx_done_tick == 1) begin
				cntr						<= cntr - 1;
				tx_buffer[6*8-1 : 8]	<= tx_buffer[5*8-1 : 0];
			end 
        end      
    end            
end    
endmodule
`timescale 1ns / 1ps
module uart_tx 
	#(parameter p_clkfreq = 100_000_000,  
      parameter p_baudrate= 10_000_000,  
	  parameter p_stopbit = 2,
	  parameter gonbitsys = 10        
	)  											
    (input clk,												
	 input [gonbitsys-1:0] din_i,
	 input  tx_start_i,              
	 output reg tx_o,
	 output reg tx_done_tick_o       
    );
	localparam p_bittimerlim = p_clkfreq/p_baudrate;
	localparam p_stopbitlim = (p_clkfreq/p_baudrate)*p_stopbit;
	localparam S_IDLE = 2'b00, S_START = 2'b01, S_DATA = 2'b10, S_STOP = 2'b11;
	reg [5:0] bittimer = 0;
	reg [5:0] bitcntr = 0;
	reg [gonbitsys-1:0] shreg = 8'b0;
	reg [1:0] state;
always @(posedge clk) begin
	case (state)
        S_IDLE : begin
			tx_o			<= 1'b1;
			tx_done_tick_o	<= 1'b0;
			bitcntr			<=  0 ;			
			if (tx_start_i == 1'b1) begin
				state	<= S_START;
				tx_o	<= 1'b0;
				shreg	<= din_i;
			end
		end	
		S_START : begin	
			if (bittimer == p_bittimerlim-1) begin
				state				<= S_DATA;
				tx_o				<= shreg[0];
				shreg[gonbitsys-1]			<= shreg[0];
				shreg[gonbitsys-2:0]	<= shreg[gonbitsys-1:1];
				bittimer			<= 0;
			end	
			else begin
				bittimer			<= bittimer + 1;
			end 
		end
		S_DATA : begin	
			if (bitcntr == gonbitsys-1) begin
				if (bittimer == p_bittimerlim-1) begin
					bitcntr				<= 0;
					state				<= S_STOP;
					tx_o				<= 1'b1;
					bittimer			<= 0;
				end	
				else begin
					bittimer			<= bittimer + 1;					
				end 
			end			
			else begin
				if (bittimer == p_bittimerlim-1) begin
					shreg[gonbitsys-1]			<= shreg[0];
					shreg[gonbitsys-2:0]	<= shreg[gonbitsys-1:1];					
					tx_o				<= shreg[0];
					bitcntr				<= bitcntr + 1;
					bittimer			<= 0;
				end	
				else begin
					bittimer			<= bittimer + 1;					
				end 
			end 
		end	
		S_STOP : begin		
			if (bittimer == p_stopbitlim-1) begin
				state				<= S_IDLE;
				tx_done_tick_o		<= 1'b1;
				bittimer			<= 0;
			end	
			else begin
				bittimer			<= bittimer + 1;				
			end 	
	    end
		default: begin
			state				<= S_IDLE;
		end	
	endcase
end	
endmodule
==> design/flow/run.sh <==
#!/bin/bash
# OpenROAD 26Q1-2900-gdf79404cd8, Yosys 0.63+post, stock flow scripts
make -C /OpenROAD-flow-scripts/flow DESIGN_CONFIG=/design/flow/config.mk WORK_HOME=/design/flow/orfs finish
==> design/flow/config.mk <==
export PLATFORM = sky130hd
export DESIGN_NAME = top
export DESIGN_NICKNAME = top
export VERILOG_FILES = /design/flow/design.v
export SDC_FILE = /design/flow/constraint.sdc
export NUM_CORES = 4
export LEC_CHECK = 1
export CORE_UTILIZATION = 50
==> design/flow/constraint.sdc <==
current_design top

set clk_period 2.7
set clk_io_pct 0.2

create_clock -name clk0 -period $clk_period [get_ports {clk}]

set non_clock_inputs [all_inputs -no_clocks]
set_input_delay [expr $clk_period * $clk_io_pct] -clock clk0 $non_clock_inputs
set_output_delay [expr $clk_period * $clk_io_pct] -clock clk0 [all_outputs]
==> impl_summary.log <==
[report] extracting results
[metrics] number of OpenROAD warnings: 36
[metrics] count of final setup violators: 0
[metrics] violation count after the first detailed-routing iteration: 134
[metrics] number of warnings issued by yosys: 5
[metrics] Leak Pwr: 3.311 nW
[metrics] final core utilization: 0.5874
[metrics] R2R cell count: 5
[metrics] yosys synthesis chip area: 7874 um2
[metrics] average cell area after synthesis: 12.91 um2
[metrics] number of instances in the synthesized netlist: 610
[metrics] Resize count post-CTS: 0
[metrics] buffer count from post-CTS setup fixing: 0
[metrics] Setup crit start: dut.cntr[0]$_DFFE_PP_
[metrics] synthesis-to-finish area growth: 13.82%
[metrics] vias per cell: 5.109
[metrics] number of flip-flops in the largest register: 48
[metrics] FMAX: 482.7 MHz
[metrics] port buffer count: 5
[metrics] unrepaired setup endpoints after global routing: no
[metrics] Final Max-Slew Violation Tally: 0
[metrics] remaining design rule violation count: 0
[metrics] final critical delay including setup and external delays: 2.072 ns
[metrics] final clock period utilization by the worst path: 0.7673
[metrics] Routed met1 length: 5536 um
[metrics] largest area contributor in the netlist: edfxtp_1
[metrics] TritonCTS sink count: 209
[metrics] highest routing layer actually used: met4
[metrics] share of post-route cells with drive strength above 1: 0.1558
[metrics] register containing the most flip-flops in the final layout: tx_buffer
[metrics] clock latency at the later pin of the worst-skew pair: 0.49 ns
[metrics] clock-pin transition on the worst setup and hold timing paths: 0.06 ns
[metrics] data arrival at the endpoint of the critical path: 2.19 ns
[metrics] data required time at the worst endpoint: 2.82 ns
[metrics] drt wl/cell: 13.90 um
[metrics] number of routed nets with antenna violations: 0
[metrics] Max FO, Critical Path: 8
[metrics] remaining global-route overflow: 0
[metrics] die area: 16250 um2
[metrics] diode insertion count for antenna repair: 0
[metrics] most frequent cells after synthesis: edfxtp_1 (113), dfxtp_1 (96), nand2_1 (64), nor2_1 (54), mux2_2 (40)
[metrics] worst-case hold path end point: din[7]$_DFF_P_
[metrics] number of endpoints with negative hold slack in the final report: 0
[metrics] sum of routed wire length over all layers: 11860 um
[metrics] Netlist Area Pre-Place: 7874 um2
[metrics] sequential element share of the synthesized area: 0.6750
[metrics] power density over the cells: 730.7 nW/um2
[metrics] count of hold-fix buffers inserted at cts: 0
[metrics] Post-Route Skew: 0.01216 ns
[metrics] R2R setup slack: 0.63 ns
[metrics] CTS Buffer Depth: 3
[metrics] post-synthesis cell count from yosys: 610
[metrics] CP Capture Type: register
[metrics] biggest area cells: edfxtp_1 (43%), dfxtp_1 (24%), mux2_2 (5.7%)
[metrics] row cnt: 45
[metrics] vias after detailed routing: 4358
[metrics] die height: 127.5 um
[metrics] met2 wire length: 5577 um
[metrics] TritonCTS clock tree: done
[metrics] root buffer cell: clkbuf_16
[metrics] Area leader share: 0.4310
[metrics] Global Route Usage Sum: 0.1689
[metrics] setup total negative slack: 0 ns
[metrics] gpl congestion: 0.8163
[metrics] launch instance of the worst min-delay path: tx_buffer[47]$_DFF_P_
[metrics] biggest registers after layout: tx_buffer x48, dut.timer_rd x17
[metrics] number of unique standard cell types used by synthesis: 48
[metrics] class of the most critical hold timing path: register to register
[metrics] max-cap violations: 0
[metrics] post-synthesis async set-or-reset flop share: 0
[metrics] Core Area: 15260 um2
[metrics] number of detailed-routing iterations run before antenna repair: 4
[metrics] CTS Buf Count: 22
[metrics] wire length of the first global-routing pass: 20490 um
[metrics] count of flip-flops with a built-in enable after synthesis: 113
[metrics] critical register-to-register path endpoint: dut.az_o[7]$_DFFE_PP_
[metrics] leading register cell type out of synthesis: edfxtp_1
[metrics] Post-DP HPWL: 7640 um
[metrics] horizontal die dimension: 127.5 um
[metrics] vias in the first global route: 4364
[metrics] Worst Setup Path Type: register to register
[metrics] element type at the critical path start: register
[metrics] initial antenna violation count: 0
[metrics] number of top-level pins: 6
[metrics] synthesized flop and latch total: 209
[metrics] FP Util: 0.5160
[metrics] depth of the worst hold-timing path: 0
[metrics] maximum vdd drop: 500.7 uV
[metrics] maximum number of pins on one net before global-route repair: 42
[metrics] outcome: completed
[metrics] routed wl met3: 491 um
[metrics] Slew headroom: 0.4581
[metrics] most common cell in the synthesized netlist: edfxtp_1
[metrics] start of the worst register-to-register path: dut.cntr[0]$_DFFE_PP_
[metrics] transition time at the pin with the least slew margin: 0.8043 ns
[metrics] maximum level of the CTS H-tree: 1
==> placed cells by master, fill, tap and decap left out, types with 2 or more instances in the layout <==
| master | n |
|---|---|
| a21oi_1 | 25 |
| a22o_1 | 2 |
| and2_1 | 7 |
| and3_1 | 6 |
| buf_4 | 10 |
| bufinv_16 | 4 |
| clkbuf_1 | 3 |
| clkbuf_16 | 24 |
| clkbuf_8 | 3 |
| clkdlybuf4s50_1 | 5 |
| clkinv_2 | 5 |
| dfxtp_1 | 96 |
| edfxtp_1 | 113 |
| ha_1 | 20 |
| inv_1 | 20 |
| mux2_2 | 40 |
| mux2i_1 | 8 |
| nand2_1 | 64 |
| nand2b_1 | 7 |
| nand3_1 | 27 |
| nand3b_1 | 2 |
| nand4_1 | 7 |
| nor2_1 | 54 |
| nor2b_1 | 4 |
| nor3_1 | 5 |
| nor3b_1 | 3 |
| nor4_1 | 2 |
| nor4b_1 | 3 |
| nor4bb_1 | 2 |
| o21a_1 | 3 |
| o21ai_0 | 11 |
| o21ai_2 | 9 |
| o22ai_1 | 3 |
| xnor2_1 | 14 |
| xor2_1 | 13 |
==> worst max-delay path, cell delays in order, from the launching register on <==
cell and delay, ns:
edfxtp_1 0.44, ha_1 0.26, ha_1 0.25, nor2_1 0.17, nand2_1 0.09, nor2_1 0.49
==> per-layer routing <==
metal | vias to the layer above | GRT usage
met1 | 2055 | 0.2716
li1 | 2204 | -
met5 | - | 0
met2 | 79 | 0.2607
met3 | 20 | 0.03541
met4 | 0 | 0.03852
==> power by group <==
| group | leakage [nW] | internal, mW | switching, mW |
|---|---|---|---|
| registers | 1.96 | 3.32 | 0 |
| logic | 0.950 | 0.00129 | 0.000409 |
| clock network | 0.397 | 2.08 | 1.16 |
| total | 3.31 | 5.39 | 1.16 |
==> per-stage QoR <==
step	total power, mW	cells	hold WS [ns]	area (um2)	setup WS, ns
2_1_floorplan	3.385	610	0.3096	7874	0.5356
3_3_place_gp	3.386	813	0.3118	8157	0.6671
3_5_place_dp	3.386	813	0.3153	8157	0.6155
4_1_cts	6.615	853	0.3299	8962	0.5853
5_1_grt	6.743	853	0.3393	8962	0.4472
6_report	6.549	853	0.3264	8962	0.6283
==> kinds of logic (layout without fill, tap and decap cells) <==
| group | after synthesis | count (layout) | synth area share |
|---|---|---|---|
| flops | 209 | 209 | 0.6750 |
| simple gates | 200 | 200 | 0.1206 |
| compound gates | 63 | 63 | 0.05212 |
| mux | 48 | 48 | 0.06738 |
| buf+inv | 43 | 75 | 0.02304 |
| xor+xnor | 27 | 27 | 0.03003 |
| fa+ha+maj | 20 | 20 | 0.03178 |
==> cell type report <==
class,count,area [um2]
clock inverter,10,152.6
sequential,209,5315
multi-input combinational,358,2377
fill,1187,6296
tap,211,264.0
inverter,20,75.07
timing repair buffer,15,125.1
clock buffer,30,653.1
==> how the worst max path moves through the flow <==
stage	depth (start not counted)	slack, ns	end
4_1_cts	5	0.59	dut.az_o[7]$_DFFE_PP_
5_1_grt	5	0.45	dut.az_o[7]$_DFFE_PP_
6_report	5	0.63	dut.az_o[7]$_DFFE_PP_
Power is estimated from default activity; no workload was simulated.
